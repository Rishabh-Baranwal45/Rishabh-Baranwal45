[/design/flow/config.mk]
export PLATFORM = sky130hd
export DESIGN_NAME = ram1
export DESIGN_NICKNAME = ram1
export VERILOG_FILES = /design/flow/design.v
export SDC_FILE = /design/flow/constraint.sdc
export NUM_CORES = 4
export LEC_CHECK = 1
export CORE_UTILIZATION = 40
[/design/flow/constraint.sdc]
current_design ram1

set clk_period 11.3
set clk_io_pct 0.2

create_clock -name clk0 -period $clk_period [get_ports {clock}]

set non_clock_inputs [all_inputs -no_clocks]
set_input_delay [expr $clk_period * $clk_io_pct] -clock clk0 $non_clock_inputs
set_output_delay [expr $clk_period * $clk_io_pct] -clock clk0 [all_outputs]
[/design/flow/design.v]
`timescale 1ns / 1ps
module ram1(
 input clock,reset,rd_ram,wr_ram,
 input [7:0] ram_addr, data_in_ram, 
 output [7:0] data_out_ram );
integer i;
reg [7:0] mem [255:0];
initial
begin
for( i=0; i<256; i=i+1)
mem[i]=0;
end
assign data_out_ram= (rd_ram)? (mem[ram_addr]):8'bz;
always@(posedge clock)
begin
if (reset)
begin 
for( i=0; i<256; i=i+1)
mem[i]=0;
end
else if(wr_ram)
mem[ram_addr]=data_in_ram;
end
endmodule
[/design/flow/run.sh]
#!/bin/bash
# OpenROAD 26Q1-2900-gdf79404cd8, Yosys 0.63+post, stock flow scripts
make -C /OpenROAD-flow-scripts/flow DESIGN_CONFIG=/design/flow/config.mk WORK_HOME=/design/flow/orfs finish
==> job_summary.md <==
## PnR job results

| Metric | Value |
|---|---|
| Status | finished, final reports clean |
| Post-synthesis register bit count | 2048 |
| Final setup margin | 2.44 ns |
| Max FFs per register | 2048 |
| # DRC | 0 |
| Layout cells sized above 1 | 18.1% |
| Buf+Inv Stages, Crit Path | 5 |
| Cell Type Count | 29 |
| Initial DRC Count | 3593 |
| Largest net degree at the start of global routing | 122 |
| HP Class | input pin to flip-flop |
| Maximum root-to-sink buffer count | 3 |
| Final Hold Viols | 0 |
| OpenROAD warning count | 33 |
| Routed wire length | 252000 µm |
| Final instance area | 0.104 mm² |
| Area grow syn2layout | 9.40% |
| Minimum clock period | 8.86 ns |
| Sw frac | 22.7% |
| PostCTS Resize Cnt | 0 |
| Internal power | 0.0128 W |
| Final Slew Violations | 0 |
| Global placement routability congestion | 0.871 |
| Yosys chip area | 0.0948 mm² |
| Worst path depth | 10 |
| DR vias | 53.6k |
| Critical path's largest stage delay | 0.69 ns |
| Fin Setup TNS | 0 ns |
| Cells along the critical path | buf_8, buf_4, buf_4, mux4_2, a22oi_1, a21oi_1, o41ai_1, buf_4, nand4_1, clkdlybuf4s50_1 |
| Yosys Instances | 6259 |
| Fmax | 113 MHz |
| Cell family with most CP delay | buffers and inverters |
| Pwr Density | 160 mW/mm² |
| CP endpoint | data_out_ram[6] |
| Setup-failing EPs final | 0 |
| Post-synthesis cell area | 0.0948 mm² |
| # rows | 178 |
| Worst IR drop on VDD | 0.142 mV |
| DP Area | 0.0974 mm² |
| Worst path arrival time | 6.60 ns |
| Post-DP HPWL | 142000 µm |
| Logic pwr share | 7.3% |
| First-pass GRT wire length | 374000 µm |
| DRT Pass-1 Iters | 5 |
| Num CTS Buffers | 207 |
| CP max FO | 60 |
| Fp_density | 40.3% |
| CP most frequent cell | buf_4 |
| Mapped Cells | 6259 |
| Slew HR | 38.2% |
| DIE WIDTH | 489 µm |
| CTS tree | built |
| Initial antenna violation count | 11 |
| Syn. warnings | 2 |
| Max-cap violations | 0 |
| Setup bufs post-CTS | 0 |
| Number of global-route vias before repair | 57.0k |
| Pleak | 40.6 nW |
| I/O pin count | 28 |
| Beginning of the critical path | ram_addr[1] |
| ANT nets after route | 0 |
| Port Buf Inserts | 26 |
| CTS Sinks | 2048 |
| CP startpoint kind | input pin |
| DIE HEIGHT | 489 µm |
| DP Worst Slack | 2.47 ns |
| Core box area | 0.235 mm² |
| Die Size | 0.239 mm² |
| # hold bufs at CTS | 0 |
| Drt wl/cell | 27.6 µm |
| Clk pwr share | 39.5% |
| Htree depth | 4 |
| Via density per instance | 5.86 |
| Seq pwr share | 53.1% |
| Gr usage total | 23.1% |
| Tcrit/Tclk final | 78.4% |
| CP required | 9.04 ns |
| Worst-Margin Slew | 0.927 ns |
| RSZ-0062 raised after global routing | false |
| Worst Setup Path Type | input pin to output pin |
| CTS root buf | clkbuf_16 |
| CP max stage cell | o41ai_1 |
| Crit end category | output pin |
| Synth Seq Share | 64.9% |
| Fillers | 20.0k |
| Grt total ovfl | 0 |
| Reg clk slew, reported paths | 0.06 ns |
| NetSw | 0.00377 W |
| Avg Cell Area, Syn | 15.2 µm² |
==> layer usage <==
metal  track usage, %  vias to the layer above  wire, µm
met5            0.302                        -       149
met4             5.95                       10      7910
met3             12.2                      412     30400
met2             35.0                     2376    122000
met1             30.9                    27100     91900
li1                 -                    23700         -
==> cell usage in the layout (no fill, tap or decap), types with 8 or more instances in the layout <==
cell             instances
edfxtp_1              2048
and3_1                1672
mux4_2                 512
and2_1                 377
a22oi_1                229
clkbuf_16              212
a21o_1                 209
buf_4                  154
a21oi_1                128
clkinv_1                62
clkbuf_1                56
or2_2                   49
nor2_1                  46
clkinv_2                34
a22oi_2                 27
nor2_4                  24
o41ai_1                 23
nand2_1                 21
clkdlybuf4s50_1         15
buf_12                  15
buf_8                   11
bufinv_16               10
o41ai_2                  9
nor2b_1                  8
nand4_1                  8
==> worst min-delay path by stage <==
| stage | cells past startpoint | to | startpoint |
|---|---|---|---|
| 4_1_cts | 2 | mem[207][0] | data_in_ram[0] |
| 5_1_grt | 2 | mem[207][0] | data_in_ram[0] |
| 6_report | 2 | mem[205][0] | data_in_ram[0] |
==> stage by stage <==
stage,power [W],instances,util (%),hold slack (ns)
after detailed placement,0.0102,8763,41.4,2.82
after floorplan,0.00972,6259,-,2.68
final,0.0166,9151,44.1,1.97
after global routing,0.0171,9149,44.1,1.94
after global placement,0.0102,8763,41.4,2.82
after CTS,0.0167,9149,44.1,1.91
==> cells by family after synthesis <==
group | share of synthesized area, %
buffers and inverters | 3.62
and+or+nand+nor | 14.5
AOI/OAI and AO/OA | 4.86
DFF | 64.9
muxes | 12.2
==> power groups by stage <==
stage	combinational [W]	clock, W	sequential [W]
CTS	0.00123	0.00665	0.00881
global route	0.00129	0.00693	0.00884
finish	0.00122	0.00655	0.00881
==> area by class of cell <==
cell class | instances | area [µm²] | share of cell area [%]
Antenna cell | 2 | 5.00 | 0.00482
Clock buffer | 268 | 5520 | 5.32
Clock inverter | 118 | 868 | 0.837
Multi-Input combinational cell | 3370 | 30100 | 29.1
Sequential cell | 2048 | 61500 | 59.3
Tap cell | 3150 | 3940 | 3.80
Timing Repair Buffer | 195 | 1770 | 1.71
==> synthesized netlist by cell type <==
| master | instances | area, µm² |
|---|---|---|
| buf_2 | 63 | 315 |
| nand2_1 | 22 | 82.6 |
| o41ai_2 | 8 | 130 |
| and3_1 | 1675 | 10500 |
| mux4_2 | 512 | 11500 |
| a21oi_1 | 128 | 641 |
| buf_1 | 47 | 176 |
| nand2b_1 | 8 | 50.1 |
| a22oi_1 | 229 | 1720 |
| edfxtp_1 | 2048 | 61500 |
| buf_6 | 22 | 248 |
| and2_1 | 378 | 2360 |
| nor4_2 | 1 | 12.5 |
| nor2b_1 | 10 | 62.6 |
| nor2_1 | 67 | 251 |
| a21o_1 | 209 | 1570 |
| nor3_2 | 4 | 40.0 |
| buf_4 | 7 | 52.6 |
| nand3_1 | 5 | 25.0 |
| nand4_1 | 8 | 50.1 |
| or2_2 | 48 | 300 |
| o41ai_1 | 24 | 210 |
| clkbuf_2 | 3 | 15.0 |
| nor3_1 | 2 | 10.0 |
| nor2_2 | 3 | 18.8 |
| clkbuf_1 | 699 | 2620 |
| or2_1 | 1 | 6.26 |
| a22oi_2 | 27 | 338 |
| nand3_2 | 1 | 10.0 |
No activity file was given, so power comes from the tool's default toggle rates.
