--- /design/flow/design.v ---
`timescale 1ns / 1ps
module ALU3(input [7:0] Operand1,Operand2,
input E,
input [7:0] opcode,
input [7:0] in_psw,
output [7:0] Out, 
output [7:0] out_psw);
parameter ADD= 8'b00000001, SUBB= 8'b00000010, INC= 8'b00000011, DEC= 8'b00000100, MUL= 8'b00000101, DIV= 8'b00000110, DA= 8'b00000111, ADC= 8'b00001000;
parameter AND= 8'b00001001, OR= 8'b00001010, XOR= 8'b00001011, RLA= 8'b00001100, RLCA= 8'b00001101, RRA= 8'b00001110, RRCA= 8'b00001111, CLRA= 8'b00010000, CPLA= 8'b00010001, SWAPA= 8'b00010010; 
wire in_cy, in_ac, in_f0, in_rs1, in_rs0,in_ov,in_nc, in_p;
assign {in_cy, in_ac, in_f0, in_rs1, in_rs0,in_ov,in_nc, in_p}= in_psw;
wire CY,AC,F0,RS1,RS0,OV,NC,P;
reg CarryOut;
reg [7:0] Out_ALU;
reg [7:0] B;
reg [7:0] temp;
always @(*) 
begin
case(opcode)
  ADD   : {CarryOut,Out_ALU} = Operand1 + Operand2; 
  INC   : Out_ALU = Operand1 + 8'h01;
  DEC   : Out_ALU = Operand1 - 8'h01; 
  MUL   : begin {CarryOut,Out_ALU} = Operand1 * Operand2; if(CarryOut==1) begin {B,Out_ALU}= Operand1 * Operand2; CarryOut=1'b1; end end
  DA    : begin temp= Operand1;  if((in_ac==1)||(temp[3:0] > 4'h9 )) Out_ALU= Operand1+8'h06; else if(( in_cy==1)||( temp[7:4] > 4'h9)) Out_ALU= Operand1 + 8'h60; end
  ADC   : {CarryOut, Out_ALU}= Operand1 + Operand2 + in_cy;  
  AND   : Out_ALU = Operand1 & Operand2;
  OR    : Out_ALU = Operand1 | Operand2;
  SUBB  : begin Out_ALU = Operand1 - Operand2; CarryOut = !Out_ALU[7]; end
  XOR   : Out_ALU = Operand1 ^ Operand2;
  RLA   : begin temp= Operand1; Out_ALU = ( ( Operand1 << 1 ) | ( temp >> 7 ) ) ; end
  RLCA  : begin temp= Operand1; Out_ALU= {Operand1,in_cy }; CarryOut=temp[7]; end
  RRA   : begin temp= Operand1; Out_ALU = ( ( Operand1 >> 1 ) | ( temp << 7 ) ) ; end
  RRCA  : begin temp= Operand1; Out_ALU= ({ in_cy, Operand1} >>1); CarryOut=temp[0]; end
  CLRA  : Out_ALU= 8'b0;
  CPLA  : Out_ALU= ~Operand1;
  SWAPA : begin temp=Operand1; Out_ALU=(Operand1 << 4)|(temp >> 4) ; end 
default : Out_ALU = Operand1;
endcase 
end
assign CY = (ADD || ADC || SUBB || MUL || RLCA || RRCA)?CarryOut:'bz;
 assign OV =(ADD||ADC||SUBB)?((Operand1[7] & Operand2[7] & ~CarryOut)| (~Operand1[7] & ~Operand2[7] & CarryOut)):1'b0;
 assign P = Out_ALU[7]+Out_ALU[6]+Out_ALU[5]+Out_ALU[4]+Out_ALU[3]+Out_ALU[2]+Out_ALU[1]+Out_ALU[0];
 assign out_psw = {CY,AC,F0,RS1,RS0,OV,NC,P};
assign Out = Out_ALU;
endmodule
--- /design/flow/run.sh ---
#!/bin/bash
# OpenROAD 26Q1-2900-gdf79404cd8, Yosys 0.63+post, stock flow scripts
make -C /OpenROAD-flow-scripts/flow DESIGN_CONFIG=/design/flow/config.mk WORK_HOME=/design/flow/orfs finish
--- /design/flow/config.mk ---
export PLATFORM = sky130hd
export DESIGN_NAME = ALU3
export DESIGN_NICKNAME = ALU3
export VERILOG_FILES = /design/flow/design.v
export SDC_FILE = /design/flow/constraint.sdc
export NUM_CORES = 4
export LEC_CHECK = 1
export CORE_UTILIZATION = 30
--- /design/flow/constraint.sdc ---
current_design ALU3

set clk_period 1.0
set clk_io_pct 0.2

create_clock -name clk0 -period $clk_period

set non_clock_inputs [all_inputs -no_clocks]
set_input_delay [expr $clk_period * $clk_io_pct] -clock clk0 $non_clock_inputs
set_output_delay [expr $clk_period * $clk_io_pct] -clock clk0 [all_outputs]
==> flow_metrics.py <==
# Generated from Yosys and OpenROAD reports
metrics = {
    "place": {
        "hpwlAfterDp_um": 10930,
        "dpl_worst_slack_ns": -0.8613,
        "port_buffers": 37,
        "place_inst": 715,
        "gp_congestion": 0.9544,
    },
    "detailed_routing": {
        "viasPerCell": 5.519,
        "drc_errors": 0,
        "avgRoutedWirePerCell_um": 19.18,
        "drt_iter0_markers": 271,
        "num_antenna_cells": 0,
        "firstDrtPassIters": 5,
        "vias": 3946,
        "routed_wl_um": 13720,
        "postRouteAntennaNets": 0,
    },
    "clocking": {
        "post-cts-setup-buffers": 0,
    },
    "floorplanning": {
        "io_pins": 49,
        "core_um2": 12620,
        "fp-utilization_pct": 30.75,
        "die-area_um2": 13390,
        "dieHeight_um": 115.7,
        "row_count": 41,
        "dieWidth_um": 115.7,
    },
    "setup_path": {
        "end_kind": "output port",
        "crit_arrival_ns": 0.83,
        "start_kind": "primary input",
        "required_ns": 0.80,
        "crit_path_max_fanout": 3,
        "path_class": "primary input to output port",
    },
    "synth": {
        "synth.largest_area_cell": "ha_1",
        "yosysTopAreaCellShare_pct": 16.45,
        "synth-edff-count": 0,
        "synth-main-ff-cell": "dlxtn_1",
        "yosysCellCount": 529,
        "synth_cell_types": 71,
        "synth_area_um2": 3880,
        "yosysChipArea_um2": 3880,
        "netlist_instances": 529,
        "netlist_top_cells_count": "inv_1, ha_1, nor2_1, nand2_1, xnor2_1",
        "synth-seq-cells": 9,
        "ys_warn_count": 7,
        "postSynthAreaPerCell_um2": 7.335,
        "most_common_cell": "inv_1",
        "synthArstFlopShare_pct": 0,
        "area_leaders": "ha_1, fa_1, xnor2_1, inv_1, nor2_1",
    },
    "final_timing": {
        "finalClockPeriodUsage_pct": 102.6,
        "hold_viol_final": 0,
        "layout_setup_ws_ns": -0.02564,
        "max_freq_mhz": 975.0,
        "rsz0062_at_grt": "true",
        "fin_setup_tns_ns": -0.02564,
        "fin_crit_ns": 1.026,
        "slew-limit-headroom_pct": 42.99,
        "worstMarginPinSlew_ns": 0.8525,
        "setup_viol_count_final": 1,
        "final_max_slew_viol_count": 0,
        "unclocked_regs": 9,
        "untimed_endpoints": 19,
    },
    "pwr": {
        "p_leak_nw": 1.892,
        "power_density_nw_per_um2": 626.7,
        "totalPowerFinal_mw": 2.765,
        "ir_worst_vdd_mv": 0.6557,
    },
    "status": {
        "violations": "negative setup slack",
        "status": "finished with violations",
    },
    "cells_and_area": {
        "fin_cells": 715,
        "drive_gt1_share_pct": 6.077,
        "syn_to_final_growth_pct": 13.71,
        "utilization_pct": 34.96,
    },
    "global_routing": {
        "grt_max_degree": 33,
        "grt_pass1_vias": 3668,
        "grt_pass1_wl_um": 21320,
        "antenna_found_initial": 0,
        "overflow": 0,
        "track_usage_pct": 21.76,
    },
    "run": {
        "tool_warnings": 58,
        "maxCapViolCount": 0,
    },
    "worst_hold_path": {
        "worstHoldPathType": "primary input to output port",
    },
}
worst paths after layout:
check | depth (start not counted) | endpoint | from | slack, ns
hold / removal | 4 | out_psw[2] | Operand1[7] | 0.82
setup / recovery | 4 | out_psw[2] | Operand1[7] | -0.03
area by class of cell:
class / instances / area, µm²
Inverter: 60 / 235.2
Timing Repair Buffer: 45 / 446.7
Multi-Input combinational cell: 429 / 3379
Tap cell: 172 / 215.2
Fill cell: 1393 / 8208
Sequential cell: 9 / 135.1
layer usage:
metal  part of all wire (%)  track usage [%]  up-vias
met5                      0                0        -
met4                    2.6            4.786        0
met3                    5.8           0.9057       19
met2                     45            34.25      180
met1                     47            33.45     1878
li1                       -                -     1869
repair_timing:
| item | 4_1_cts | 5_1_grt |
|---|---|---|
| gates resized | 22 | 1 |
| pin swaps | 1 | 1 |
| endpoints found under the setup margin | 1 | 1 |
| hold buffers | 0 | 0 |
critical path, cell delays in order:
cell and delay (ns):
buf_12 0.11, ha_4 0.15, mux2_4 0.26, buf_6 0.11
cells by family (layout without fill, tap and decap cells):
family	after synthesis	count (layout)	share of synthesized area (%)
latches	9	9	3.483
other cells	1	5	0.09665
mux	9	9	2.709
buf+inv	95	105	10.74
fa+ha+maj	72	72	27.28
simple gates	154	154	19.16
compound gates	141	141	25.35
xor+xnor	48	48	11.19
flip-flops by register name, summed over array words and instances (netlist names):
name / cells
Out_ALU: 8
CarryOut: 1
cells in the final DEF, fill, tap and decap left out, types with 7 or more instances in the layout:
cell	instances
nand3_1	10
nand2_1	47
fa_1	21
xor2_1	10
clkdlybuf4s50_1	34
o21ai_0	17
o22ai_1	12
xnor2_1	37
inv_1	56
nor2b_1	7
nor3_1	7
ha_1	49
buf_4	8
a21oi_1	33
a211oi_1	7
o21bai_1	8
nor2_1	50
nand2b_1	7
dlxtn_1	9
a22oi_1	7
through the flow:
| stage | instance area [µm²] | hold WS [ns] |
|---|---|---|
| after floorplan | 3944 | 0.7669 |
| after global placement | 4380 | 1.649 |
| after detailed placement | 4380 | 1.663 |
| after CTS | 4405 | 0.8112 |
| after global routing | 4412 | 0.8365 |
| final | 4412 | 0.8150 |
power by group:
part | internal (mW) | switching [mW] | leakage [nW]
clock | 0 | 0 | 0
sequential | 0.0127 | 0.00358 | 0.0729
combinational | 1.14 | 1.61 | 1.82
Power and IR drop assume default switching activity.
